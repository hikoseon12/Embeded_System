File: design/flow/run.sh
#!/bin/bash
# OpenROAD 26Q1-2900-gdf79404cd8, Yosys 0.63+post, stock flow scripts
make -C /OpenROAD-flow-scripts/flow DESIGN_CONFIG=/design/flow/config.mk WORK_HOME=/design/flow/orfs finish
File: design/flow/config.mk
export PLATFORM = sky130hd
export DESIGN_NAME = Tresholding_4
export DESIGN_NICKNAME = Tresholding_4
export VERILOG_FILES = /design/flow/design.v
export SDC_FILE = /design/flow/constraint.sdc
export NUM_CORES = 4
export LEC_CHECK = 1
export CORE_AREA = 10 10 70 70
export DIE_AREA = 0 0 80 80
File: design/flow/constraint.sdc
current_design Tresholding_4

set clk_period 1.6
set clk_io_pct 0.2

create_clock -name clk0 -period $clk_period [get_ports {Clk}]

set non_clock_inputs [all_inputs -no_clocks]
set_input_delay [expr $clk_period * $clk_io_pct] -clock clk0 $non_clock_inputs
set_output_delay [expr $clk_period * $clk_io_pct] -clock clk0 [all_outputs]
File: design/flow/design.v
`timescale 1 ns/1 ns
module Tresholding_4(Go, P_Addr, P_Data, B_Addr, I_RW, I_En, O_RW, O_En, Done, T_Out, Clk, Rst);
	input Go;
	input [(8-1):0] P_Data;
	output reg [(17-1):0] P_Addr, B_Addr;
	output reg [(8-1):0] T_Out;
	output reg I_RW, I_En, O_RW, O_En, Done;
	input Clk, Rst;
	parameter S0 = 4'b0000, S1 = 4'b0001, S2 = 4'b0010, S3 = 4'b0011, 
		S4 = 4'b0100, S5 = 4'b0101, S6 = 4'b0110, S7 = 4'b0111, 
		S8 = 4'b1000, S9 = 4'b1001, S10 = 4'b1010, S11 = 4'b1011, 
		S12 = 4'b1100;
	reg [3:0] State;
	reg [16:0] Val;
	reg [4:0] G_Addr;
	reg [5:0] MaskGaussian [0:24]; 
	integer X, Y, I, J;
	reg [(17-1):0] P_AddrNext, B_AddrNext;
	reg [4:0] G_AddrNext;
	reg [(8-1):0] T_OutNext;
	reg [3:0] StateNext;
	reg [16:0] ValNext;
	integer XNext, YNext, INext, JNext;
	reg J_lt_SIZE, J_Inc, J_Clr;
	reg I_lt_SIZE, I_Inc, I_Clr;
	reg Y_lt_ROW, Y_Inc, Y_Clr;
	reg X_lt_COL, X_Inc, X_Clr;
	reg P_Addr_Ld, P_Addr_Clr, P_Addr_Mux;
	reg B_Addr_Ld, B_Addr_Clr;
	reg G_Addr_Ld, G_Addr_Clr;
	reg Val_Ld, Val_Clr, Val_Mux;
	reg T_Out_Ld, T_Out_Clr;
	reg All_lt_ROWCOL;
	initial begin
		MaskGaussian[0] <= 1;MaskGaussian[1] <= 4;MaskGaussian[2] <= 7;MaskGaussian[3] <= 4;MaskGaussian[4] <= 1;
		MaskGaussian[5] <= 4;MaskGaussian[6] <= 16;MaskGaussian[7] <= 26;MaskGaussian[8] <= 16;MaskGaussian[9] <= 4;
		MaskGaussian[10] <= 7;MaskGaussian[11] <= 26;MaskGaussian[12] <= 41;MaskGaussian[13] <= 26;MaskGaussian[14] <= 7;
		MaskGaussian[15] <= 4;MaskGaussian[16] <= 16;MaskGaussian[17] <= 26;MaskGaussian[18] <= 16;MaskGaussian[19] <= 4;
		MaskGaussian[20] <= 1;MaskGaussian[21] <= 4;MaskGaussian[22] <= 7;MaskGaussian[23] <= 4;MaskGaussian[24] <= 1;	
	end
	always @(posedge Clk) begin
		if(Rst == 1'b1)
			State <= S0;
		else
			State <= StateNext;
	end
	always @(State, Go, Y_lt_ROW, X_lt_COL, I_lt_SIZE, J_lt_SIZE, All_lt_ROWCOL) begin
		I_RW <= 1'b0; I_En <= 1'b0;
		O_RW <= 1'b0; O_En <= 1'b0;
		Done <= 1'b0;
		J_Inc <= 1'b0; J_Clr <= 1'b0;
		I_Inc <= 1'b0; I_Clr <= 1'b0;
		Y_Inc <= 1'b0; Y_Clr <= 1'b0;
		X_Inc <= 1'b0; X_Clr <= 1'b0;
		P_Addr_Ld <= 1'b0; P_Addr_Clr <= 1'b0; P_Addr_Mux <= 1'b0;
		B_Addr_Ld <= 1'b0; B_Addr_Clr <= 1'b0;
		G_Addr_Ld <= 1'b0; G_Addr_Clr <= 1'b0;
		Val_Ld <= 1'b0; Val_Clr <= 1'b0; Val_Mux <= 1'b0;
		T_Out_Ld <= 1'b0; T_Out_Clr <= 1'b0;
		case(State)
			S0: begin
				if (Go == 1'b1)
					StateNext <= S1;
				else
					StateNext <= S0;
			end
			S1: begin
				Y_Clr <= 1;
				StateNext <= S2;
			end
			S2: begin
				if (Y_lt_ROW) begin
					X_Clr <= 1;
					StateNext <= S3;
				end
				else
					StateNext <= S12;
			end
			S3: begin
				if (X_lt_COL) begin
					Val_Clr <= 1;
					I_Clr <= 1;
					StateNext <= S4;
				end
				else
					StateNext <= S11;
			end
			S4: begin
				if (I_lt_SIZE) begin
					J_Clr <= 1;
					StateNext <= S5;
				end
				else
					StateNext <= S9;
			end
			S5: begin
				if (J_lt_SIZE) begin
					P_Addr_Ld <= 1; P_Addr_Mux <= 0;
					I_RW <= 0;
					I_En <= 1;
					G_Addr_Ld <= 1;
					StateNext <= S6;
				end
				else
					StateNext <= S8;
			end
			S6: begin
				if (All_lt_ROWCOL) begin
					Val_Ld <= 1; Val_Mux <= 0;
				end
				StateNext <= S7;
			end
			S7: begin
				J_Inc <= 1;
				StateNext <= S5;
			end
			S8: begin
				I_Inc <= 1;
				StateNext <= S4;
			end
			S9: begin
				Val_Ld <= 1; Val_Mux <= 1;
				P_Addr_Ld <= 1; P_Addr_Mux <= 1;
				I_RW <= 0;
				I_En <= 1;
				StateNext <= S10;
			end
			S10: begin
				T_Out_Ld <= 1;
				B_Addr_Ld <= 1;
				O_RW <= 1;
				O_En <= 1;
				X_Inc <= 1;
				StateNext <= S3;
			end
			S11: begin
				Y_Inc <= 1; 
				StateNext <= S2;
			end
			S12: begin
				Done <= 1;
				StateNext <= S0;
			end
		endcase
	end
	always @(posedge Clk) begin
		if(Rst == 1'b1) begin
			P_Addr <= {17{1'b0}};
			B_Addr <= {17{1'b0}};
			G_Addr <= {5{1'b0}};
			Val <= 0;
			T_Out <= 17'b0;
			X <= 0;
			Y <= 0;
			I <= 0;
			J <= 0;
			ValNext <= 0;
			XNext <= 0;
			YNext <= 0;
			INext <= 0;
			JNext <= 0;
		end
		else begin
			Val <= ValNext;
			X <= XNext;
			Y <= YNext;
			I <= INext;
			J <= JNext;
		end
	end
	always @(X_Clr, Y_Clr,I_Clr,J_Clr,Val_Clr,
		P_Addr_Clr,B_Addr_Clr,G_Addr_Clr,T_Out_Clr,
		X_Inc,Y_Inc,I_Inc,J_Inc,
		P_Addr_Ld, P_Addr_Mux,G_Addr_Ld,B_Addr_Ld,Val_Ld,Val_Mux,T_Out_Ld) begin
		if(X_Clr)
			XNext <= 0;
		if(Y_Clr)
			YNext <= 0;
		if(I_Clr)
			INext <= -2;
		if(J_Clr)
			JNext <= -2;
		if(Val_Clr)
			ValNext <= 0;
		if(P_Addr_Clr)
			P_Addr <= 0;
		if(B_Addr_Clr)
			B_Addr <= 0;
		if(G_Addr_Clr)
			G_Addr <= 0;
		if(T_Out_Clr)
			T_OutNext <= 0;
		if(X_Inc)
			XNext <= X + 1;
		if(Y_Inc)
			YNext <= Y + 1;
		if(I_Inc)
			INext <= I + 1;
		if(J_Inc)
			JNext <= J + 1;
		if(P_Addr_Ld && ~P_Addr_Mux)
			P_Addr <= 240*(Y+I)+(X+J);
		if(P_Addr_Ld && P_Addr_Mux)
			P_Addr <= Y*240 + X;
		if(G_Addr_Ld)
			G_Addr <= (I+2)*5 + (J+2);
		if(B_Addr_Ld)
			B_Addr <= Y*240 + X;
		if(Val_Ld && ~Val_Mux)
			ValNext <= Val + P_Data*MaskGaussian[G_Addr];
		if(Val_Ld && Val_Mux)
			ValNext <= Val/256;
		if(T_Out_Ld)
			T_Out <= (P_Data < Val)? 255 : 0;
		Y_lt_ROW <= (Y < 320)? 1:0;
		X_lt_COL <= (X < 240)? 1:0;
		I_lt_SIZE <= (I <= 2)? 1:0;
		J_lt_SIZE <= (J <= 2)? 1:0;
		All_lt_ROWCOL <= (Y+I >= 0 && Y+I < 320 && X+J >= 0 && X+J < 240)? 1:0;
	end
endmodule
==> impl_metrics.env <==
# implementation run metrics
export IMPL_period_minus_slack_ns=1.49
export IMPL_first_iter_violations=29
export IMPL_synth_seq_cells=8
export IMPL_cap_violations=0
export IMPL_crit_buf_inv=2
export IMPL_std_cell_rows=21
export IMPL_synthSimpleGateAreaFrac_pct=12.0
export IMPL_grt_max_degree=7
export IMPL_final_setup_tns_ns=0
export IMPL_ioPinCount=58
export IMPL_p_total_uw=248
export IMPL_grt_pass1_wl_um=2040
export IMPL_outcome="completed"
export IMPL_cts_max_path_buffers=2
export IMPL_critPathTopFamily="flip-flops"
export IMPL_routed_via_density=2.78
export IMPL_ir_worst_vdd_mv=0.0967
export IMPL_synth_top_area_share_pct=53.9
export IMPL_grt_overflow=0
export IMPL_antenna_cells=0
export IMPL_ys_sh_adder_pct=0
export IMPL_syn2layout_area_growth_pct=7.55
export IMPL_critPathRequiredTime_ns=1.28
export IMPL_yosys_cells=78
export IMPL_worstSetupPathType="flop to output port"
export IMPL_arrival_ns=1.17
export IMPL_coreArea_sq_um=3420
export IMPL_post_drt_wl_per_cell_um=9.14
export IMPL_log_warning_count=33
export IMPL_fill_cells=400
export IMPL_hold_viol=0
export IMPL_wl_um=1260
export IMPL_initial_core_util_pct=17.9
export IMPL_track_usage_pct=3.69
export IMPL_aoi_share_pct=8.57
export IMPL_ant_nets=0
export IMPL_drv_slew=0
export IMPL_power_leakage_uw=0.000342
export IMPL_port_buffer_count=6
export IMPL_grt_pass1_vias=498
export IMPL_cts_made_buffers=3
export IMPL_place_gp_congestion=0.782
export IMPL_cp_end_kind="output port"
export IMPL_unclocked_pins=4
export IMPL_synth_area_sq_um=613
export IMPL_final_cell_mix="conb_1 (43), buf_4 (8)"
export IMPL_ys_sh_mux_pct=0
export IMPL_cpPeakStageDelay_ns=0.36
export IMPL_drc=0
export IMPL_die_h_um=80
export IMPL_p_per_area_nw_per_um2=376
export IMPL_critPathMaxFanout=4
export IMPL_die_x_um=80
export IMPL_yosys_cell_types_count=19
export IMPL_max_freq_ghz=0.670
export IMPL_hpwl_um=1080
export IMPL_die_area_sq_um=6400
export IMPL_tritoncts="built"
export IMPL_path_cells="buf_4, nand2_1, nor3_2, dlygate4sd2_1"
export IMPL_antenna_found_initial=0
export IMPL_h_tree_depth=1
export IMPL_period_used_pct=93.2
export IMPL_crit_slowest_cell="dfxtp_4"
export IMPL_lay_top_count="conb_1"
export IMPL_synth_area_leader_cell="buf_4"
export IMPL_synth_area_top_cells="buf_4 (54%), dfxtp_1 (13%), dlxtn_1 (9.8%)"
export IMPL_hp_class="primary input to flop"
export IMPL_clkTransAtPathRegs_ns=0.04
export IMPL_drive_above_1_share_pct=23.9
export IMPL_xor_share_pct=0
export IMPL_syn_avg_cell_area_sq_um=7.86
export IMPL_num_vias=383
export IMPL_yosysWarnings=363
export IMPL_cts_root_buf="clkbuf_4"
export IMPL_worstSetupStartpointType="flop"
export IMPL_syn_instance_count=78
export IMPL_ys_top_logic_family="buffers and inverters"
export IMPL_rsz0062_at_grt="false"
export IMPL_yosys_area_sq_um=613
export IMPL_first_pass_iters=3
export IMPL_untimed_endpoints=4
export IMPL_setup_viol=0
## cell usage after synthesis
library cell / number
nor2b_1: 4
o21ai_0: 1
dfxtp_1: 4
inv_2: 1
inv_1: 1
conb_1: 1
and3_1: 1
nand2_1: 3
a211oi_1: 1
dlxtn_1: 4
nor3_1: 2
nor2_1: 4
a21oi_1: 2
o22ai_1: 1
buf_4: 44
a221oi_2: 1
buf_2: 1
nand2b_1: 1
o32ai_1: 1
## stage by stage
stage / hold WS (ns) / instances / area [sq um] / utilization, % / setup WS (ns)
floorplan: 0.392 / 120 / 771 / - / 0.526
global placement: 0.946 / 132 / 591 / 17.3 / 0.0331
detailed placement: 0.949 / 132 / 591 / 17.3 / 0.0170
CTS: 0.707 / 138 / 659 / 19.3 / 0.0273
global route: 0.726 / 138 / 659 / 19.3 / 0.0105
finish: 0.711 / 138 / 659 / 19.3 / 0.108
## state kept, by name, summed over array words and instances (netlist names)
signal / flops
State: 4
StateNext: 4
## final cells by class
cell class | count | area, sq um | share of cell area (%)
repair buffers | 14 | 115 | 17.5
well taps | 46 | 57.6 | 8.73
inverters | 2 | 7.51 | 1.14
clock buffers | 3 | 22.5 | 3.42
flip-flops and latches | 8 | 148 | 22.4
multi-input cells | 65 | 309 | 46.9
## logic make-up (layout without fill, tap and decap cells)
| family | count (synthesis) | count (layout) |
|---|---|---|
| buffers and inverters | 47 | 19 |
| and+or+nand+nor | 15 | 15 |
| AOI/OAI and AO/OA | 7 | 7 |
| DFF | 4 | 4 |
| latches | 4 | 4 |
| other | 1 | 43 |
## timing repair
action                                  4_1_cts  5_1_grt
resized                                      14        0
pin swaps                                     2        1
endpoints found under the setup margin        4        1
hold buffers                                  0        0
buffers inserted                              3        0
## routing by layer
layer | track usage (%) | up-vias | share of wire (%)
li1 | - | 192 | -
met3 | 0.909 | 2 | 6.4
met2 | 6.74 | 27 | 50
met5 | 0 | - | 0
met4 | 1.23 | 0 | 1.4
met1 | 4.02 | 162 | 42
## final timing paths
kind / startpoint / endpoint / cells after the start
min: Rst / State[2] / 2
max: State[3] / Done / 4
## power breakdown
part	leakage (uW)	internal [uW]	total, uW	switching, uW
Combinational	0.000263	9.53	22.6	13.1
Clock	0.0000138	83.8	124	39.8
Sequential	0.0000660	101	102	1.36
Power and IR drop assume default switching activity.
