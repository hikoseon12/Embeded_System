===== design.v =====
`timescale 1 ns/1 ns
module Tresholding(Go, P_Addr, P_Data, B_Addr, I_RW, I_En, O_RW, O_En, Done, T_Out, Clk, Rst);
	input Go;
	input [(8-1):0] P_Data;
	output reg [(17-1):0] P_Addr, B_Addr;
	output reg [(8-1):0] T_Out;
	output reg I_RW, I_En, O_RW, O_En, Done;
	input Clk, Rst;
	parameter S0 = 4'b0000, S1 = 4'b0001, S2 = 4'b0010, S3 = 4'b0011, 
		S4 = 4'b0100, S5 = 4'b0101, S6a = 4'b0110, S6 = 4'b0111, 
		S7 = 4'b1000, S8 = 4'b1001, S9 = 4'b1010, S10a = 4'b1011, 
		S10 = 4'b1100, S11 = 4'b1101, S12 = 4'b1110;
	reg [3:0] State;
	reg [16:0] Val;
	reg [4:0] G_Addr;
	reg [5:0] MaskGaussian [0:24]; 
	integer X, Y, I, J;
	initial begin
		MaskGaussian[0] <= 1;MaskGaussian[1] <= 4;MaskGaussian[2] <= 7;MaskGaussian[3] <= 4;MaskGaussian[4] <= 1;
		MaskGaussian[5] <= 4;MaskGaussian[6] <= 16;MaskGaussian[7] <= 26;MaskGaussian[8] <= 16;MaskGaussian[9] <= 4;
		MaskGaussian[10] <= 7;MaskGaussian[11] <= 26;MaskGaussian[12] <= 41;MaskGaussian[13] <= 26;MaskGaussian[14] <= 7;
		MaskGaussian[15] <= 4;MaskGaussian[16] <= 16;MaskGaussian[17] <= 26;MaskGaussian[18] <= 16;MaskGaussian[19] <= 4;
		MaskGaussian[20] <= 1;MaskGaussian[21] <= 4;MaskGaussian[22] <= 7;MaskGaussian[23] <= 4;MaskGaussian[24] <= 1;	
	end
	always @(posedge Clk) begin
		if(Rst == 1'b1) begin
			P_Addr <= {17{1'b0}};
			B_Addr <= {17{1'b0}};
			G_Addr <= {5{1'b0}};
			I_RW <= 1'b0;
			I_En <= 1'b0;
			O_RW <= 1'b0;
			O_En <= 1'b0;
			Done <= 1'b0;
			State <= S0;
			Val <= 0;
			T_Out <= 17'b0;
			X <= 0;
			Y <= 0;
			I <= 0;
			J <= 0;
		end
		else begin
			P_Addr <= {17{1'b0}};
			B_Addr <= {17{1'b0}};
			G_Addr <= {5{1'b0}};
			I_RW <= 1'b0;
			I_En <= 1'b0;
			O_RW <= 1'b0;
			O_En <= 1'b0;
			Done <= 1'b0;
			T_Out <= 17'b0;
			case(State)
				S0: begin
					if (Go == 1'b1)
						State <= S1;
					else
						State <= S0;
				end
				S1: begin
					Y <= 0;
					State <= S2;
				end
				S2: begin
					if (Y < 320) begin
						X <= 0;
						State <= S3;
					end
					else
						State <= S12;
				end
				S3: begin
					if (X < 240) begin
						Val <= 0;
						I <= -2;
						State <= S4;
					end
					else
						State <= S11;
				end
				S4: begin
					if (I <= 2) begin
						J <= -2;
						State <= S5;
					end
					else
						State <= S9;
				end
				S5: begin
					if (J <= 2) begin
						P_Addr <= 240*(Y+I)+(X+J);
						I_RW <= 0;
						I_En <= 1;
						State <= S6a;
					end
					else
						State <= S8;
				end
				S6a: begin
					G_Addr <= (I+2)*5 + (J+2);
					State <= S6;
				end
				S6: begin
					if (Y+I >= 0 && Y+I < 320 && X+J >= 0 && X+J < 240) begin
						Val <= Val + P_Data*MaskGaussian[G_Addr];
					end
					State <= S7;
				end
				S7: begin
					J <= J + 1;
					State <= S5;
				end
				S8: begin
					I <= I + 1;
					State <= S4;
				end
				S9: begin
					Val <= Val/256;
					P_Addr <= Y*240 + X;
					I_RW <= 0;
					I_En <= 1;
					State <= S10a;
				end
				S10a: begin
					State <= S10;
				end
				S10: begin
					T_Out <= (P_Data < Val)? 255 : 0;
					B_Addr <= Y*240 + X;
					O_RW <= 1;
					O_En <= 1;
					X <= X + 1;
					State <= S3;
				end
				S11: begin
					Y <= Y + 1; 
					State <= S2;
				end
				S12: begin
					Done <= 1;
					State <= S0;
				end
			endcase
		end
	end
endmodule

===== run.sh =====
#!/bin/bash
# OpenROAD 26Q1-2900-gdf79404cd8, Yosys 0.63+post, stock flow scripts
make -C /OpenROAD-flow-scripts/flow DESIGN_CONFIG=/design/flow/config.mk WORK_HOME=/design/flow/orfs finish

===== config.mk =====
export PLATFORM = sky130hd
export DESIGN_NAME = Tresholding
export DESIGN_NICKNAME = Tresholding
export VERILOG_FILES = /design/flow/design.v
export SDC_FILE = /design/flow/constraint.sdc
export NUM_CORES = 4
export LEC_CHECK = 1
export CORE_UTILIZATION = 40

===== constraint.sdc =====
current_design Tresholding

set clk_period 9.6
set clk_io_pct 0.2

create_clock -name clk0 -period $clk_period [get_ports {Clk}]

set non_clock_inputs [all_inputs -no_clocks]
set_input_delay [expr $clk_period * $clk_io_pct] -clock clk0 $non_clock_inputs
set_output_delay [expr $clk_period * $clk_io_pct] -clock clk0 [all_outputs]

==> Slide: Implementation Results <==
Run Summary

Setup path
  – CP most frequent cell: fa_1
  – CP Max Fanout: 7
  – Kind of critical path: input pin to register
  – Worst EP arrival: between 7 and 8 ns
  – Critical path capture point type: register
  – Startpoint types: input pin
  – Crit-path leading delay family: adder cells
  – Crit path DRT: between 10 and 15 ns
  – Slowest stage delay, CP: roughly 0.56 ns
  – CP cell instances: clkdlybuf4s50_1, and2_1, fa_1, inv_1, fa_1, fa_1, inv_1, fa_1, ha_1, a21boi_0, o21ai_0, a21oi_1, a21oi_1, o21bai_1, a2111oi_0, or3_1, o21a_1, o311a_1, a311o_1
  – Critical-path top delay cell: fa_1
  – CP Buf/Inv Count: 3

Route
  – Antenna diode count: 0
  – Vias: about 15000
  – Drt drc: 0
  – DR pass1 iterations: 8
  – Vias/cell: around 5.4
  – 1st-iter DRT viols: 970
  – Final wirelength: ~48 mm
  – Detail Route Antenna Nets: 0
  – WL/cell: roughly 17 um

Die
  – Die area: 45400 sq um
  – Core Box Area: 43600 sq um
  – Vertical die size: 213 um
  – Ports: 58
  – Starting Density: 40.9%
  – Die Span X: approximately 210 um
  – Cell Rows: around 76

Place
  – Dpl hpwl: ~38 mm
  – Worst slack at placement: 2.12 ns
  – Port-buffer cells: 56
  – Placed insts: ~2800
  – Placer Congestion: 0.940

Logic synthesis
  – Post-Syn Area: about 18000 sq um
  – Synthesized area per cell: roughly 8.2 sq um
  – Synth area leader: dfxtp_1
  – Asr flop ratio synth: 0%
  – Yosys stat chip area: between 15000 and 20000 sq um
  – Top cells, area: dfxtp_1 (23%), ha_1 (13%), fa_1 (8.5%)
  – Post-synthesis sequential area ratio: 22.9%
  – Yosys reg bits: 204
  – Max-area cell share: about 23%
  – Yosys warning tally: 1
  – Synth top cell by count: inv_1
  – Ys flop type: dfxtp_1
  – Synthesized instance count: roughly 2200
  – Number of cells in Yosys stat: ~2200
  – Synth cell count leaders: inv_1 (216), a21oi_1 (211), dfxtp_1 (204)
  – Cell variety after synth: slightly above 90
  – Number of enable flip-flop cells: 0

Flow run
  – Maxcap violations: 0
  – Log Warnings: 39

Final layout
  – Share of layout cells above drive strength 1: approximately 3.9%
  – Tally of non-filler cells in the final layout: between 2000 and 3000
  – Area delta synth->final: 9.70%

Min path
  – Worst Hold Class: register to register

CTS
  – CTS tree: done
  – Root Driver: clkbuf_16
  – Clk sinks: between 200 and 250
  – Post-cts sizing count: 0
  – Hold_buf cts: 0
  – CTS Buf Count: 23
  – Clock-pin transition on the worst setup and hold timing paths: ~0.06 ns
  – Max Root-Sink Buffers: 3
  – Clk latency late pin: approximately 0.55 ns
  – H-tree depth: 1
  – Post-CTS Setup Repair Bufs: 0

Final timing
  – Worst slew pin tran: 0.876 ns
  – Slew Viols, Final: 0
  – Fin worst setup slack: ~2.7 ns
  – Final Critical Period: around 6.9 ns
  – Maximum operating frequency: 144 MHz
  – Final Cycle Share: around 72%
  – Max transition margin: just over 40%
  – Final setup violation count: 0
  – Clock Skew: 0.0162 ns
  – Setup TNS: 0 ns
  – RSZ-0062 raised after global routing: no
  – Final Hold Viols: 0

Power and ir drop
  – Total power: about 1900 uW
  – Pleak: about 0.0082 uW
  – Worst ir drop on vdd: roughly 0.11 mV
  – Cell Pwr Density: about 100 nW/um^2

GRT
  – Largest net degree at the start of global routing: approximately 66
  – GRT Total Usage: 22.0%
  – First-pass GRT wire length: about 77 mm
  – Congestion Overflow GR: 0
  – Via count of the first global-routing pass: approximately 14000
  – Antenna violations before repair: 0

Run status
  – Status: finished clean
## power breakdown
| part | switching (uW) | internal [uW] | total, uW |
|---|---|---|---|
| sequential | 14.4 | 855 | 869 |
| clock | 372 | 495 | 867 |
| combinational | 113 | 73.4 | 186 |
## layout make-up
cell class	count	area [sq um]
fill	4245	24000
timing repair buffer	64	618
clock buffer	33	643
inverter	216	811
multi-input combinational	1692	12600
clock inverter	7	80.1
tap	585	732
sequential	204	4080
## metrics by stage
step	hold WS [ns]	cell area, sq um	util [%]
floorplan	0.409	17800	-
global placement	0.421	18800	43.3
detailed placement	0.442	18800	43.3
CTS	0.453	19600	44.9
global route	0.477	19600	44.9
finish	0.446	19600	44.9
## per-layer routing
metal | share of wire, % | global-route usage, % | wire [um]
met4 | 2.2 | 4.14 | 1050
met5 | 0 | 0 | 0
met2 | 44 | 34.0 | 20900
met1 | 49 | 33.5 | 23400
met3 | 4.6 | 3.35 | 2160
## worst paths after layout
| kind | startpoint | endpoint | slack (ns) | cells past startpoint |
|---|---|---|---|---|
| setup / recovery | P_Data[3] | Val[15]$_SDFFE_PP0P_ | 2.67 | 19 |
| hold reg to reg | State[13]$_DFF_P_ | State[3]$_DFF_P_ | 0.45 | 1 |
| setup reg to reg | I[1]$_SDFFE_PP0P_ | P_Addr[15]$_SDFF_PP0_ | 3.02 | 24 |
| hold / removal | State[13]$_DFF_P_ | State[3]$_DFF_P_ | 0.45 | 1 |
## worst reg2reg max path, stage by stage, from the launching register on
cell and delay [ns]:
dfxtp_1 0.62, inv_1 0.35, fa_1 0.53, nand2b_1 0.19
nand2b_1 0.08, a21oi_1 0.08, xnor2_1 0.54, ha_1 0.35
ha_1 0.33, xnor2_1 0.15, fa_1 0.52, inv_1 0.04
ha_1 0.31, a21boi_0 0.15, o21ai_0 0.25, nor2b_1 0.19
xnor2_1 0.16, ha_1 0.30, nand2_1 0.07, o21ai_0 0.10
o21ai_0 0.35, nand2b_1 0.10, a21oi_1 0.20, xor2_1 0.32
o32ai_1 0.14
## cell families after synthesis
family | share of synthesized area, %
multiplexers | 1.00
other | 0.0210
adder cells (fa/ha/maj) | 21.9
XOR/XNOR | 9.66
flip-flops | 22.9
buffers and inverters | 6.49
AND/OR/NAND/NOR | 19.1
AND-OR/OR-AND | 19.0
## cell usage in the layout (no fill, tap or decap), drive strengths merged, types with 29 or more instances in the layout
| cell type | Yosys | routed |
|---|---|---|
| ha | 190 | 190 |
| a21o | 29 | 29 |
| dfxtp | 204 | 204 |
| o21ai | 82 | 82 |
| a21oi | 212 | 212 |
| and3 | 33 | 33 |
| nor2 | 172 | 172 |
| clkbuf | 59 | 33 |
| nor3 | 32 | 32 |
| nand4 | 42 | 42 |
| xnor2 | 100 | 100 |
| xor2 | 94 | 94 |
| inv | 216 | 217 |
| fa | 76 | 76 |
| nand2 | 164 | 164 |
| nor4 | 31 | 31 |
| clkdlybuf4s50 | 0 | 55 |
| nand3 | 81 | 81 |
## state kept, by name, summed over array words and instances, names as in the netlist, named ones only
name / cells
Done: 1
T_Out: 1
P_Addr: 17
Y: 32
State: 15
I: 32
X: 32
Val: 17
B_Addr: 17
O_En: 1
I_En: 1
J: 32
Power and IR drop assume default switching activity.
